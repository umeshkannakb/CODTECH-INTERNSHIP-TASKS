==> design/flow/design.v <==
module ram #(
    parameter DATA_WIDTH = 8,
    parameter ADDR_WIDTH = 4
)(
    input                    clk,
    input                    rst,
    input                    we,        
    input                    re,        
    input  [ADDR_WIDTH-1:0]  addr,
    input  [DATA_WIDTH-1:0]  din,
    output reg [DATA_WIDTH-1:0] dout
);
    localparam DEPTH = 1 << ADDR_WIDTH;
    reg [DATA_WIDTH-1:0] mem [0:DEPTH-1];
    always @(posedge clk) begin
        if (rst)
            dout <= 0;
        else if (we)
            mem[addr] <= din;
        else if (re)
            dout <= mem[addr];
    end
endmodule
==> design/flow/run.sh <==
#!/bin/bash
# OpenROAD 26Q1-2900-gdf79404cd8, Yosys 0.63+post, stock flow scripts
make -C /OpenROAD-flow-scripts/flow DESIGN_CONFIG=/design/flow/config.mk WORK_HOME=/design/flow/orfs finish
==> design/flow/config.mk <==
export PLATFORM = sky130hd
export DESIGN_NAME = ram
export DESIGN_NICKNAME = ram
export VERILOG_FILES = /design/flow/design.v
export SDC_FILE = /design/flow/constraint.sdc
export NUM_CORES = 4
export LEC_CHECK = 1
export CORE_UTILIZATION = 50
==> design/flow/constraint.sdc <==
current_design ram

set clk_period 2.6
set clk_io_pct 0.2

create_clock -name clk0 -period $clk_period [get_ports {clk}]

set non_clock_inputs [all_inputs -no_clocks]
set_input_delay [expr $clk_period * $clk_io_pct] -clock clk0 $non_clock_inputs
set_output_delay [expr $clk_period * $clk_io_pct] -clock clk0 [all_outputs]
==> ci_impl_report.md <==
### Flow metrics

| Metric | Value |
|---|---|
| Lkg Pwr | `~0.0023 uW` |
| Slowest CP cell | `mux4_1` |
| CTS Root Buffer Type | `clkbuf_8` |
| Initial antenna violation count | `0` |
| Largest area contributor in the netlist | `edfxtp_1` |
| Worst hold path class | `register to register` |
| Clock skew | `~0.0076 ns` |
| Cells after Synth | `approximately 310` |
| # IOs | `24` |
| CP peak stage delay | `0.58 ns` |
| Max-slew violations | `0` |
| Core Util at FP | `roughly 52%` |
| Hold Vio Cnt, Final | `0` |
| DRC viols | `0` |
| Max frequency | `527 MHz` |
| Core Rows | `37` |
| Fin crit share | `between 70 and 80%` |
| Relative slew slack | `approximately half` |
| Arrival time at the worst endpoint | `approximately 2.3 ns` |
| Tool warnings | `25` |
| Worst hold slack | `between 0.5 and 0.6 ns` |
| Clk sinks | `around 140` |
| Via density | `5.74` |
| Count of final setup violators | `0` |
| Power Total | `between 5000 and 6000 uW` |
| Met2 GRT Util | `between 30% and 40%` |
| RSZ-0062 raised after global routing | `no` |
| Critical path class | `input pin to register` |
| # port buffers | `23` |
| Gr usage total | `a little under a quarter` |
| Critical Path RT | `roughly 3.0 ns` |
| Die Wd | `roughly 110 um` |
| Post-CTS setup buffer count | `0` |
| Resized cells post-CTS | `0` |
| Reg2reg start | `mem[1][7]` |
| Busiest grt layer | `met1` |
| Worst Hold End | `dout[0]` |
| R2r worst-path depth | `3` |
| Share of post-route cells with drive strength above 1 | `between 10% and 20%` |
| Setup TNS Final | `0 ns` |
| Grt met3 use | `11.3%` |
| Per-cell routed wire length | `between 20 and 25 um` |
| Peak supply drop | `~350 uV` |
| CP delay by family, top | `buffers and inverters` |
| Power Dens Cells | `between 700 and 800 mW/mm2` |
| Worst-path clk slew | `0.06 ns` |
| Min-Delay Path Depth | `2` |
| Post-DP HPWL | `approximately 7300 um` |
| Yosys top cell by instances | `edfxtp_1` |
| Max-Cap Viols | `0` |
| Post-synthesis chip area from yosys | `~0.0054 mm2` |
| Post-synth cell types | `30` |
| Ys async rst share | `0%` |
| DR iter-0 viols | `roughly 130` |
| Largest cells by area | `edfxtp_1, mux2i_1, mux4_1` |
| GP Congestion | `0.903` |
| Pre-CTS setup slack | `~0.15 ns` |
| Grt met1 use | `40.3%` |
| Yosys warning tally | `1` |
| FF-to-FF End | `dout[7]` |
| DRT Pass-1 Iters | `4` |
| First-pass GRT wire length | `17300 um` |
| Via count | `just under 3000` |
| Max FO, Critical Path | `30` |
| Dominant flop cell | `edfxtp_1` |
| Register area share after synthesis | `between 70% and 80%` |
| Cts bufs inserted | `17` |
| Largest net degree at the start of global routing | `31` |
| CTS tree | `built` |
| Crit path launch type | `input pin` |
| Area grow syn2layout | `19.8%` |
| Mapped Area | `between 0.005 and 0.006 mm2` |
| Hold path startpoint | `dout[0]` |
| WP buf/inv | `2` |
| Syn avg cell area | `approximately 18 um2` |
| Least-Margin Pin Slew | `around 0.74 ns` |
| Number of flops mapped to enable cells by yosys | `128` |
| Minimum clock period | `about 1.9 ns` |
| Ant diodes | `0` |
| Wirelength, routed | `between 10000 and 15000 um` |
| Max-area cell share | `70.9%` |
| Clk ins delay skew pair | `a little over 0.5 ns` |
| Yosys cell count | `306` |
| Antenna Nets Post-Route | `0` |
| Top cells by count | `edfxtp_1, mux2i_1, nor2_1` |
| R2R setup slack | `1.16 ns` |
| Status | `finished, final reports clean` |
| Worst-case clock buffer depth | `2` |
| Synth Register Bits | `136` |
| Die H | `around 110 um` |
| Core area | `between 0.01 and 0.015 mm2` |
| Endpoint class of the critical path | `register` |
| H-tree levels | `4` |
| Fin worst setup slack | `0.704 ns` |
| Chip area | `approximately 0.011 mm2` |
| Gr ovfl total | `0` |
| Cts hold-fix bufs | `0` |
| Worst-path cell chain | `clkdlybuf4s50_1 > buf_12 > mux4_1 > o21ai_0 > a41oi_1` |
| Vias in the first global route | `between 2000 and 3000` |
## cell type report
class,instances,area [um2]
Clock buffer,19,422
Clock inverter,12,151
Fill cell,737,3920
Inverter,1,3.75
Multi-Input combinational cell,150,1270
Sequential cell,136,4000
Tap cell,136,170
Timing Repair Buffer,52,468
## state kept, by name, summed over array words and instances (netlist names)
name,cells
dout,8
mem,128
## metrics by stage
stage / cell area, um2 / utilization (%) / instances
floorplan: 5420 / - / 306
global placement: 5920 / 56.8 / 475
detailed placement: 5920 / 56.8 / 475
CTS: 6490 / 62.3 / 506
global route: 6490 / 62.3 / 506
finish: 6490 / 62.3 / 506
## cell usage in the layout (no fill, tap or decap), types with 4 or more instances in the layout
cell,instances
dfxtp_1,8
mux2i_1,40
edfxtp_1,128
a221oi_1,4
a41oi_1,7
nor3_1,5
nand2_1,11
buf_4,27
a2bb2oi_1,4
o21ai_0,4
a32oi_1,4
mux2_2,8
clkdlybuf4s50_1,22
nand3_1,6
mux4_1,8
nor2_1,16
nand2b_1,6
clkinv_2,4
o22ai_1,8
clkbuf_16,16
o21bai_1,7
## worst min-delay path, delay by kind of cell, from the launching register on
| family | cells | cell delay [ns] |
|---|---|---|
| AOI/OAI and AO/OA | 2 | 0.17 |
| DFF | 1 | 0.31 |
## kinds of logic after synthesis
kind of cell	synth area share [%]
AOI/OAI and AO/OA	6.25
and+or+nand+nor	4.32
muxes	12.9
DFF	73.9
buffers and inverters	2.65
## where the power goes
group / switching (uW) / internal (uW)
clock: 860 / 1450
combinational: 151 / 118
sequential: 10.8 / 2430
## metal layers
layer / vias to the layer above / part of all wire [%]
li1: 1338 / -
met1: 1435 / 42
met2: 120 / 47
met3: 9 / 9.8
met4: 0 / 0.97
met5: - / 0
## worst max path at each step
stage | cells after the start | endpoint | start
after CTS | 5 | dout[7] | addr[0]
after global routing | 6 | mem[1][2] | addr[1]
final | 5 | dout[7] | addr[0]
Power and IR drop assume default switching activity.
