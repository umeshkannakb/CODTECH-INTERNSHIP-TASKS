[flow/design.v]
module alu (
    input  [3:0]  a,        
    input  [3:0]  b,        
    input  [2:0]  sel,      
    output reg [3:0] result,
    output reg       carry_out,
    output reg       zero
);
    always @(*) begin
        carry_out = 0;
        case (sel)
            3'b000: {carry_out, result} = a + b;        
            3'b001: {carry_out, result} = a - b;        
            3'b010: result = a & b;                     
            3'b011: result = a | b;                     
            3'b100: result = ~a;                        
            default: result = 4'b0000;
        endcase
        zero = (result == 4'b0000) ? 1'b1 : 1'b0;
    end
endmodule
[flow/run.sh]
#!/bin/bash
# OpenROAD 26Q1-2900-gdf79404cd8, Yosys 0.63+post, stock flow scripts
make -C /OpenROAD-flow-scripts/flow DESIGN_CONFIG=/design/flow/config.mk WORK_HOME=/design/flow/orfs finish
[flow/config.mk]
export PLATFORM = sky130hd
export DESIGN_NAME = alu
export DESIGN_NICKNAME = alu
export VERILOG_FILES = /design/flow/design.v
export SDC_FILE = /design/flow/constraint.sdc
export NUM_CORES = 4
export LEC_CHECK = 1
export CORE_AREA = 10 10 70 70
export DIE_AREA = 0 0 80 80
[flow/constraint.sdc]
current_design alu

set clk_period 2.7
set clk_io_pct 0.2

create_clock -name clk0 -period $clk_period

set non_clock_inputs [all_inputs -no_clocks]
set_input_delay [expr $clk_period * $clk_io_pct] -clock clk0 $non_clock_inputs
set_output_delay [expr $clk_period * $clk_io_pct] -clock clk0 [all_outputs]
==> impl.org <==
#+TITLE: Implementation results

** Placement
- The HPWL after detailed placement is 1310 µm.
- Number of I/O port buffers :: 17
- The number of placed instances, taps included, is 152.
- After its last routability iteration, the placer logged a weighted congestion of around 0.82.
- Post-placement setup slack :: -1.33 ns

** Detailed routing
- Nets still carrying antenna violations after routing amount to 0.
- First drt pass iteration count :: 4
- The routed design ends up with an antenna cell count of 0.
- Total wirelength of the detailed-routed design :: 1630 µm
- Post-route DRC :: 0
- Average detailed-routed wire length per instance :: 10.3 µm
- Via-per-instance ratio :: approximately 3.8
- DR vias :: roughly 600
- In this run, the number of DRC markers left after iteration 0 of detailed routing was 5.

** Logic synthesis
- Summed over its instances, the top area cell type makes up a little under 30% of the synthesized netlist area.
- The synth_stat.txt file lists the number of cells as a little under 70.
- Warnings reported by Yosys during synthesis add up to 1.
- Synthesis produced 69 cells.
- Avg Synthesized Cell Area :: ~7.5 µm²
- Leading cell types by count after synthesis :: sky130_fd_sc_hd__ha_1 (12), sky130_fd_sc_hd__inv_1 (12), sky130_fd_sc_hd__o21ai_0 (6)
- The synthesized netlist contains 30 unique library cells.
- Sorting the Yosys area breakdown by cell type puts at the top sky130_fd_sc_hd__ha_1.
- By area the synthesized netlist is led by sky130_fd_sc_hd__ha_1 (29%), sky130_fd_sc_hd__inv_1 (8.7%), sky130_fd_sc_hd__fa_1 (7.8%).
- According to the Yosys statistics, the synthesized design has a chip area of 515 µm².
- Combined area of all synthesized cells :: 515 µm²
- Post-synthesis sequential area ratio :: 0%

** Floorplanning
- The total area inside the core boundary comes to 0.00342 mm².
- Pre-Place Util :: 15.1%
- Die height :: about 80 µm
- From left edge to right edge, the die measures 80 µm.
- I/O pin cnt :: 17
- In this run the core area contains 21 standard-cell rows.
- The overall die size recorded for this design is 0.00640 mm².

** Timing
- Looking at the max-slew report, the worst-margin pin has a slew of around 0.24 ns.
- Max Fclk :: ~320 MHz
- Minimum setup slack in the final design :: -0.404 ns
- Hold-check failures listed in the final report amount to 0.
- The final max-slew violation count recorded for this run is 0.
- The most critical hold endpoint after final layout shows a slack of ~1.7 ns.
- Setup total negative slack on the finished layout was measured at -0.404 ns.
- Setup repair after global routing missed its margin :: true
- Number of setup violations in the final report :: 1
- OpenROAD reports that the post-layout worst path occupies 115% of the period.
- The worst pin sits at a relative slew slack of 83.8%.
- Counting I/O delays and the setup requirement, the final critical path takes 3.10 ns.

** GRT
- Global Route met2 Usage :: 9.15%
- The total overflow left after global routing is 0.
- The first global-routing pass estimated 2680 µm of wire.
- Overall global routing resource usage :: under 10%
- The initial antenna violation count was 0.
- Global routing's busiest layer :: met2
- The global routing report lists met3 layer usage as less than 1%.
- Routing resource usage on met1 recorded by global route was 6.15%.
- The via count of the first global-routing pass came to 645.
- Entering global routing, the biggest net connects 13 pins.

** Final layout
- Per the layout report, the design carries 0 clock buffers.
- Once layout is complete, the utilization of the core stands at between 30% and 40%.
- In this run the layout overhead on the synthesized area is reported as 108%.
- Flop count :: 0
- Fraction of final layout cells with drive strength greater than 1 :: 58.9%
- The count of cells in the finished layout, fillers not included, comes to 158.
- In the final layout, flip-flops and latches occupy 0 µm².

** Power
- Largest vdd supply drop :: 72.0 µV
- Power per Cell Area :: 170 mW/mm²
- The analysis attributes to cell leakage a power of 0.542 nW.

** Setup path
- Buf/Inv on CP :: 2
- STA classifies the critical path endpoint as an output pin.
- Max incr delay on CP :: approximately 0.51 ns
- The report lists the cells along the critical path as buf_8, ha_4, fa_2, nor2b_4, or3_1, a31o_1, or4_4, a21oi_2, buf_2.
- STA classifies the critical path startpoint as an input pin.
- Worst path arrival time :: 2.56 ns
- Data required time at the worst endpoint :: about 2.2 ns
- Among cell families on the critical path, the largest total delay comes from simple AND/OR/NAND/NOR gates.
- Library cell contributing the largest single delay on the critical path :: sky130_fd_sc_hd__or4_4
- The critical path maximum fanout is 3.
- Category of the critical setup timing path :: input pin to output pin

** Status
- The checks that failed: setup timing.
- The run finished, with violations left.

** Flow run
- Number of maximum-capacitance constraint violations :: 0
- Warnings raised by the tools during the run amount to 43.

** Hold path
- According to the hold report, the worst path is of the input pin to output pin type.
cell families (layout without fill, tap and decap cells):
logic type,after synthesis,after routing,synth area share [%]
AOI/OAI and AO/OA,21,21,25.7
xor gates and xnor gates,1,1,1.70
adders and majority gates,14,14,36.9
buffers and inverters,14,57,11.6
muxes,2,2,4.13
and+or+nand+nor,17,17,19.9
worst paths after layout:
| kind | slack [ns] | end | from | cells past startpoint |
|---|---|---|---|---|
| min | 1.67 | carry_out | sel[0] | 4 |
| max | -0.40 | zero | b[0] | 9 |
layout by cell type (no fill, tap or decap), types with 2 or more instances in the layout:
master | synthesis | routed
sky130_fd_sc_hd__ha_4 | 0 | 5
sky130_fd_sc_hd__a21o_1 | 2 | 2
sky130_fd_sc_hd__nor2b_4 | 1 | 2
sky130_fd_sc_hd__a21oi_2 | 0 | 4
sky130_fd_sc_hd__buf_8 | 0 | 2
sky130_fd_sc_hd__o21ai_1 | 1 | 3
sky130_fd_sc_hd__inv_4 | 0 | 2
sky130_fd_sc_hd__dlygate4sd2_1 | 0 | 2
sky130_fd_sc_hd__inv_2 | 0 | 4
sky130_fd_sc_hd__buf_6 | 1 | 3
sky130_fd_sc_hd__clkdlybuf4s50_1 | 0 | 2
sky130_fd_sc_hd__nand2_1 | 2 | 2
sky130_fd_sc_hd__ha_1 | 12 | 7
sky130_fd_sc_hd__nor2_1 | 4 | 4
sky130_fd_sc_hd__nor2b_1 | 3 | 2
sky130_fd_sc_hd__dlymetal6s2s_1 | 0 | 3
sky130_fd_sc_hd__o21ai_0 | 6 | 3
sky130_fd_sc_hd__buf_4 | 0 | 27
sky130_fd_sc_hd__fa_2 | 0 | 2
sky130_fd_sc_hd__inv_1 | 12 | 6
sky130_fd_sc_hd__buf_2 | 0 | 4
through the flow:
step	power (W)	cell area, µm²
2_1_floorplan	0.0000638	549
3_3_place_gp	0.000147	927
3_5_place_dp	0.000149	927
4_1_cts	0.000168	1000
5_1_grt	0.000204	1070
6_report	0.000183	1070
layer usage:
metal / routed length (µm) / vias up
met2: 804 / 7
met5: 0 / -
met4: 0 / 0
met3: 45 / 0
li1: - / 321
met1: 780 / 270
report_power, final:
group / switching, W / internal, W
Clock: 0 / 0
Combinational: 0.0000723 / 0.000111
Sequential: 0 / 0
tightest hold or removal path, stage by stage:
cell and delay, ns:
sky130_fd_sc_hd__buf_2 0.17, sky130_fd_sc_hd__buf_6 0.17, sky130_fd_sc_hd__o311a_1 0.17, sky130_fd_sc_hd__dlymetal6s2s_1 0.09
timing repair:
item,CTS,global route
hold buffers,0,0
setup buffers,5,2
gates cloned,0,0
resized,53,23
pin swaps,13,13
endpoints found under the setup margin,6,5
hold endpoints to repair,0,0
final cells by class:
class | count | area [µm²]
inverter | 12 | 50.0
fill | 360 | 2340
tap | 46 | 57.6
multi-input combinational | 55 | 587
timing repair buffer | 45 | 378
Power and IR drop assume default switching activity.
